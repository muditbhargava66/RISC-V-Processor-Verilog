**/design/flow/config.mk**
```make
export PLATFORM = sky130hd
export DESIGN_NAME = riscv_processor
export DESIGN_NICKNAME = riscv_processor
export VERILOG_FILES = /design/flow/design.v
export SDC_FILE = /design/flow/constraint.sdc
export NUM_CORES = 4
export LEC_CHECK = 1
export CORE_UTILIZATION = 50
export SYNTH_MEMORY_MAX_BITS = 65536
```
**/design/flow/constraint.sdc**
```tcl
current_design riscv_processor

set clk_period 51.5
set clk_io_pct 0.2

create_clock -name clk0 -period $clk_period [get_ports {clk}]

set non_clock_inputs [all_inputs -no_clocks]
set_input_delay [expr $clk_period * $clk_io_pct] -clock clk0 $non_clock_inputs
set_output_delay [expr $clk_period * $clk_io_pct] -clock clk0 [all_outputs]
```
**/design/flow/design.v**
```verilog
module control_unit (
    input wire [6:0] opcode,
    input wire [2:0] funct3,
    input wire [6:0] funct7,
    output reg reg_write,
    output reg mem_read,
    output reg mem_write,
    output reg branch,
    output reg jump,
    output reg [1:0] alu_src,
    output reg [3:0] alu_op,
    output reg [1:0] reg_write_src
);
    localparam [6:0] OPCODE_R_TYPE  = 7'b0110011;
    localparam [6:0] OPCODE_I_TYPE  = 7'b0010011;
    localparam [6:0] OPCODE_LOAD    = 7'b0000011;
    localparam [6:0] OPCODE_STORE   = 7'b0100011;
    localparam [6:0] OPCODE_BRANCH  = 7'b1100011;
    localparam [6:0] OPCODE_JAL     = 7'b1101111;
    localparam [6:0] OPCODE_JALR    = 7'b1100111;
    localparam [6:0] OPCODE_LUI     = 7'b0110111;
    localparam [6:0] OPCODE_AUIPC   = 7'b0010111;
    localparam [3:0] ALU_ADD  = 4'b0000;
    localparam [3:0] ALU_SUB  = 4'b1000;
    localparam [3:0] ALU_AND  = 4'b0111;
    localparam [3:0] ALU_OR   = 4'b0110;
    localparam [3:0] ALU_XOR  = 4'b0100;
    localparam [3:0] ALU_SLL  = 4'b0001;
    localparam [3:0] ALU_SRL  = 4'b0101;
    localparam [3:0] ALU_SRA  = 4'b1101;
    localparam [3:0] ALU_SLT  = 4'b0010;
    localparam [3:0] ALU_SLTU = 4'b0011;
    always @(*) begin
        reg_write = 1'b0;
        mem_read = 1'b0;
        mem_write = 1'b0;
        branch = 1'b0;
        jump = 1'b0;
        alu_src = 2'b00;
        alu_op = ALU_ADD;
        reg_write_src = 2'b00;
        case (opcode)
            OPCODE_R_TYPE: begin
                reg_write = 1'b1;
                alu_src = 2'b00;  
                reg_write_src = 2'b00;  
                case ({funct7, funct3})
                    {7'b0000000, 3'b000}: alu_op = ALU_ADD;   
                    {7'b0100000, 3'b000}: alu_op = ALU_SUB;   
                    {7'b0000000, 3'b001}: alu_op = ALU_SLL;   
                    {7'b0000000, 3'b010}: alu_op = ALU_SLT;   
                    {7'b0000000, 3'b011}: alu_op = ALU_SLTU;  
                    {7'b0000000, 3'b100}: alu_op = ALU_XOR;   
                    {7'b0000000, 3'b101}: alu_op = ALU_SRL;   
                    {7'b0100000, 3'b101}: alu_op = ALU_SRA;   
                    {7'b0000000, 3'b110}: alu_op = ALU_OR;    
                    {7'b0000000, 3'b111}: alu_op = ALU_AND;   
                    default: alu_op = ALU_ADD;
                endcase
            end
            OPCODE_I_TYPE: begin
                reg_write = 1'b1;
                alu_src = 2'b01;  
                reg_write_src = 2'b00;  
                case (funct3)
                    3'b000: alu_op = ALU_ADD;   
                    3'b010: alu_op = ALU_SLT;   
                    3'b011: alu_op = ALU_SLTU;  
                    3'b100: alu_op = ALU_XOR;   
                    3'b110: alu_op = ALU_OR;    
                    3'b111: alu_op = ALU_AND;   
                    3'b001: alu_op = ALU_SLL;   
                    3'b101: begin
                        if (funct7[5]) alu_op = ALU_SRA;  
                        else alu_op = ALU_SRL;            
                    end
                    default: alu_op = ALU_ADD;
                endcase
            end
            OPCODE_LOAD: begin
                reg_write = 1'b1;
                mem_read = 1'b1;
                alu_src = 2'b01;  
                alu_op = ALU_ADD;
                reg_write_src = 2'b01;  
            end
            OPCODE_STORE: begin
                mem_write = 1'b1;
                alu_src = 2'b01;  
                alu_op = ALU_ADD;
            end
            OPCODE_BRANCH: begin
                branch = 1'b1;
                alu_src = 2'b00;  
                case (funct3)
                    3'b000: alu_op = ALU_SUB;   
                    3'b001: alu_op = ALU_SUB;   
                    3'b100: alu_op = ALU_SLT;   
                    3'b101: alu_op = ALU_SLT;   
                    3'b110: alu_op = ALU_SLTU;  
                    3'b111: alu_op = ALU_SLTU;  
                    default: alu_op = ALU_SUB;
                endcase
            end
            OPCODE_JAL: begin
                reg_write = 1'b1;
                jump = 1'b1;
                reg_write_src = 2'b10;  
            end
            OPCODE_JALR: begin
                reg_write = 1'b1;
                jump = 1'b1;
                alu_src = 2'b01;  
                alu_op = ALU_ADD;
                reg_write_src = 2'b10;  
            end
            OPCODE_LUI: begin
                reg_write = 1'b1;
                reg_write_src = 2'b11;  
            end
            OPCODE_AUIPC: begin
                reg_write = 1'b1;
                alu_src = 2'b10;  
                alu_op = ALU_ADD;
                reg_write_src = 2'b00;  
            end
            default: begin
            end
        endcase
    end
endmodule
module alu (
    input wire [31:0] operand_a,
    input wire [31:0] operand_b,
    input wire [3:0] alu_control,
    output reg [31:0] result,
    output wire zero
);
    assign zero = (result == 32'b0);
    localparam [3:0] ALU_ADD  = 4'b0000;
    localparam [3:0] ALU_SUB  = 4'b1000;
    localparam [3:0] ALU_AND  = 4'b0111;
    localparam [3:0] ALU_OR   = 4'b0110;
    localparam [3:0] ALU_XOR  = 4'b0100;
    localparam [3:0] ALU_SLL  = 4'b0001;
    localparam [3:0] ALU_SRL  = 4'b0101;
    localparam [3:0] ALU_SRA  = 4'b1101;
    localparam [3:0] ALU_SLT  = 4'b0010;
    localparam [3:0] ALU_SLTU = 4'b0011;
    always @(*) begin
        case (alu_control)
            ALU_ADD:  result = operand_a + operand_b;
            ALU_SUB:  result = operand_a - operand_b;
            ALU_AND:  result = operand_a & operand_b;
            ALU_OR:   result = operand_a | operand_b;
            ALU_XOR:  result = operand_a ^ operand_b;
            ALU_SLL:  result = operand_a << operand_b[4:0];
            ALU_SRL:  result = operand_a >> operand_b[4:0];
            ALU_SRA:  result = $signed(operand_a) >>> operand_b[4:0];
            ALU_SLT:  result = ($signed(operand_a) < $signed(operand_b)) ? 32'b1 : 32'b0;
            ALU_SLTU: result = (operand_a < operand_b) ? 32'b1 : 32'b0;
            default:  result = 32'b0;
        endcase
    end
endmodule
module branch_unit (
    input wire [2:0] funct3,
    input wire [31:0] operand1,
    input wire [31:0] operand2,
    input wire branch,
    input wire jump,
    output reg branch_taken
);
    always @(*) begin
        branch_taken = 1'b0;
        if (jump) begin
            branch_taken = 1'b1;
        end else if (branch) begin
            case (funct3)
                3'b000: branch_taken = (operand1 == operand2);                     
                3'b001: branch_taken = (operand1 != operand2);                     
                3'b100: branch_taken = ($signed(operand1) < $signed(operand2));    
                3'b101: branch_taken = ($signed(operand1) >= $signed(operand2));   
                3'b110: branch_taken = (operand1 < operand2);                      
                3'b111: branch_taken = (operand1 >= operand2);                     
                default: branch_taken = 1'b0;
            endcase
        end
    end
endmodule
module data_memory (
    input wire clk,
    input wire mem_read,
    input wire mem_write,
    input wire [31:0] address,
    input wire [31:0] write_data,
    input wire [2:0] funct3,
    output reg [31:0] read_data
);
    reg [31:0] memory [0:255];
    wire [7:0] word_address = address[9:2];
    wire [1:0] byte_offset = address[1:0];
    integer i;
    initial begin
        for (i = 0; i < 256; i = i + 1) begin
            memory[i] = 32'h00000000;
        end
    end
    always @(posedge clk) begin
        if (mem_write) begin
            case (funct3)
                3'b000: begin  
                    case (byte_offset)
                        2'b00: memory[word_address][7:0]   <= write_data[7:0];
                        2'b01: memory[word_address][15:8]  <= write_data[7:0];
                        2'b10: memory[word_address][23:16] <= write_data[7:0];
                        2'b11: memory[word_address][31:24] <= write_data[7:0];
                    endcase
                end
                3'b001: begin  
                    if (byte_offset[0] == 1'b0) begin
                        if (byte_offset[1] == 1'b0)
                            memory[word_address][15:0] <= write_data[15:0];
                        else
                            memory[word_address][31:16] <= write_data[15:0];
                    end
                end
                3'b010: begin  
                    if (byte_offset == 2'b00)
                        memory[word_address] <= write_data;
                end
            endcase
        end
    end
    always @(*) begin
        read_data = 32'h00000000;
        if (mem_read) begin
            case (funct3)
                3'b000: begin  
                    case (byte_offset)
                        2'b00: read_data = {{24{memory[word_address][7]}},  memory[word_address][7:0]};
                        2'b01: read_data = {{24{memory[word_address][15]}}, memory[word_address][15:8]};
                        2'b10: read_data = {{24{memory[word_address][23]}}, memory[word_address][23:16]};
                        2'b11: read_data = {{24{memory[word_address][31]}}, memory[word_address][31:24]};
                    endcase
                end
                3'b001: begin  
                    if (byte_offset[0] == 1'b0) begin
                        if (byte_offset[1] == 1'b0)
                            read_data = {{16{memory[word_address][15]}}, memory[word_address][15:0]};
                        else
                            read_data = {{16{memory[word_address][31]}}, memory[word_address][31:16]};
                    end
                end
                3'b010: begin  
                    if (byte_offset == 2'b00)
                        read_data = memory[word_address];
                end
                3'b100: begin  
                    case (byte_offset)
                        2'b00: read_data = {24'h000000, memory[word_address][7:0]};
                        2'b01: read_data = {24'h000000, memory[word_address][15:8]};
                        2'b10: read_data = {24'h000000, memory[word_address][23:16]};
                        2'b11: read_data = {24'h000000, memory[word_address][31:24]};
                    endcase
                end
                3'b101: begin  
                    if (byte_offset[0] == 1'b0) begin
                        if (byte_offset[1] == 1'b0)
                            read_data = {16'h0000, memory[word_address][15:0]};
                        else
                            read_data = {16'h0000, memory[word_address][31:16]};
                    end
                end
            endcase
        end
    end
endmodule
module immediate_generator (
    input wire [31:0] instruction,
    output reg [31:0] immediate
);
    wire [6:0] opcode = instruction[6:0];
    always @(*) begin
        case (opcode)
            7'b0010011, 7'b0000011, 7'b1100111: begin
                immediate = {{20{instruction[31]}}, instruction[31:20]};
            end
            7'b0100011: begin
                immediate = {{20{instruction[31]}}, instruction[31:25], instruction[11:7]};
            end
            7'b1100011: begin
                immediate = {{19{instruction[31]}}, instruction[31], instruction[7], 
                           instruction[30:25], instruction[11:8], 1'b0};
            end
            7'b0110111, 7'b0010111: begin
                immediate = {instruction[31:12], 12'b0};
            end
            7'b1101111: begin
                immediate = {{11{instruction[31]}}, instruction[31], instruction[19:12], 
                           instruction[20], instruction[30:21], 1'b0};
            end
            default: begin
                immediate = 32'h00000000;
            end
        endcase
    end
endmodule
module instruction_memory (
    input wire [31:0] address,
    output wire [31:0] instruction
);
    reg [31:0] memory [0:255];
    wire [7:0] word_address = address[9:2];
    integer i;
    initial begin
        memory[0] = 32'h00000013;   
        memory[1] = 32'h00100093;   
        memory[2] = 32'h00200113;   
        memory[3] = 32'h002081B3;   
        memory[4] = 32'h40208233;   
        memory[5] = 32'h0020F2B3;   
        memory[6] = 32'h0020E333;   
        memory[7] = 32'h0020C3B3;   
        memory[8] = 32'h00209393;   
        memory[9] = 32'h0020D413;   
        memory[10] = 32'h00000463;  
        memory[11] = 32'h00100493;  
        memory[12] = 32'h00200513;  
        memory[13] = 32'h00000013;  
        memory[14] = 32'h00000013;  
        memory[15] = 32'h00000013;  
        memory[16] = 32'h00000013;  
        memory[17] = 32'h00000013;  
        memory[18] = 32'h00300513;  
        memory[19] = 32'h00000013;  
        for (i = 20; i < 256; i = i + 1) begin
            memory[i] = 32'h00000013;  
        end
    end
    assign instruction = memory[word_address];
endmodule
module program_counter (
    input wire clk,
    input wire reset,
    input wire [31:0] pc_next,
    output reg [31:0] pc_current
);
    always @(posedge clk or posedge reset) begin
        if (reset) begin
            pc_current <= 32'h00000000;
        end else begin
            pc_current <= pc_next;
        end
    end
endmodule
module register_file (
    input wire clk,
    input wire reset,
    input wire reg_write,
    input wire [4:0] read_reg1,
    input wire [4:0] read_reg2,
    input wire [4:0] write_reg,
    input wire [31:0] write_data,
    output wire [31:0] read_data1,
    output wire [31:0] read_data2
);
    reg [31:0] registers [1:31];  
    integer i;
    always @(posedge clk or posedge reset) begin
        if (reset) begin
            for (i = 1; i < 32; i = i + 1) begin
                registers[i] <= 32'h00000000;
            end
        end else if (reg_write && write_reg != 5'b00000) begin
            registers[write_reg] <= write_data;
        end
    end
    assign read_data1 = (read_reg1 == 5'b00000) ? 32'h00000000 : registers[read_reg1];
    assign read_data2 = (read_reg2 == 5'b00000) ? 32'h00000000 : registers[read_reg2];
endmodule
module riscv_processor (
    input wire clk,
    input wire reset,
    output wire [31:0] pc_debug,
    output wire [31:0] instruction_debug,
    output wire [31:0] alu_result_debug
);
    wire [31:0] pc_current, pc_next, pc_plus_4;
    wire [31:0] instruction;
    wire [31:0] immediate;
    wire [31:0] read_data1, read_data2;
    wire [31:0] alu_operand1, alu_operand2, alu_result;
    wire [31:0] mem_read_data;
    wire [31:0] reg_write_data;
    wire branch_taken;
    wire reg_write, mem_read, mem_write, branch, jump;
    wire [1:0] alu_src, reg_write_src;
    wire [3:0] alu_op;
    wire [6:0] opcode = instruction[6:0];
    wire [4:0] rd = instruction[11:7];
    wire [2:0] funct3 = instruction[14:12];
    wire [4:0] rs1 = instruction[19:15];
    wire [4:0] rs2 = instruction[24:20];
    wire [6:0] funct7 = instruction[31:25];
    assign pc_debug = pc_current;
    assign instruction_debug = instruction;
    assign alu_result_debug = alu_result;
    program_counter pc_inst (
        .clk(clk),
        .reset(reset),
        .pc_next(pc_next),
        .pc_current(pc_current)
    );
    assign pc_plus_4 = pc_current + 32'd4;
    assign pc_next = branch_taken ? 
                     (jump && (opcode == 7'b1100111)) ? alu_result :   
                     (jump && (opcode == 7'b1101111)) ? (pc_current + immediate) :  
                     (pc_current + immediate) :   
                     pc_plus_4;
    instruction_memory imem_inst (
        .address(pc_current),
        .instruction(instruction)
    );
    immediate_generator imm_gen_inst (
        .instruction(instruction),
        .immediate(immediate)
    );
    register_file regfile_inst (
        .clk(clk),
        .reset(reset),
        .reg_write(reg_write),
        .read_reg1(rs1),
        .read_reg2(rs2),
        .write_reg(rd),
        .write_data(reg_write_data),
        .read_data1(read_data1),
        .read_data2(read_data2)
    );
    control_unit control_inst (
        .opcode(opcode),
        .funct3(funct3),
        .funct7(funct7),
        .reg_write(reg_write),
        .mem_read(mem_read),
        .mem_write(mem_write),
        .branch(branch),
        .jump(jump),
        .alu_src(alu_src),
        .alu_op(alu_op),
        .reg_write_src(reg_write_src)
    );
    assign alu_operand1 = read_data1;
    assign alu_operand2 = (alu_src == 2'b00) ? read_data2 :      
                         (alu_src == 2'b01) ? immediate :        
                         (alu_src == 2'b10) ? pc_current :       
                         32'h00000000;                           
    alu alu_inst (
        .operand_a(alu_operand1),
        .operand_b(alu_operand2),
        .alu_control(alu_op),
        .result(alu_result),
        .zero()  
    );
    data_memory dmem_inst (
        .clk(clk),
        .mem_read(mem_read),
        .mem_write(mem_write),
        .address(alu_result),
        .write_data(read_data2),
        .funct3(funct3),
        .read_data(mem_read_data)
    );
    assign reg_write_data = (reg_write_src == 2'b00) ? alu_result :      
                           (reg_write_src == 2'b01) ? mem_read_data :    
                           (reg_write_src == 2'b10) ? pc_plus_4 :        
                           32'h00000000;                                 
    branch_unit branch_inst (
        .funct3(funct3),
        .operand1(read_data1),
        .operand2(read_data2),
        .branch(branch),
        .jump(jump),
        .branch_taken(branch_taken)
    );
endmodule
```
**/design/flow/run.sh**
```bash
#!/bin/bash
# OpenROAD 26Q1-2900-gdf79404cd8, Yosys 0.63+post, stock flow scripts
make -C /OpenROAD-flow-scripts/flow DESIGN_CONFIG=/design/flow/config.mk WORK_HOME=/design/flow/orfs finish
```
==> results.toml <==
# physical design summary
[outcome]
run_status = "finished clean"

[synthesis]
synthArstFlopShare_pct = 100
synth-simple-area-share_pct = 23.0
ys_top_cells_by_count = "nand2_1, nor2_1, a21oi_1"
netlist.area_leader.share_pct = 18.9
synthCells = 2362
yosysWarningCount = 9
synth-seq-cells = 128
mappedNetlistArea_um2 = 17000
synth_adder_area_share_pct = 10.8
ys_sh_xor_pct = 2.94
ys_seq_share_pct = 18.9
aoi_share_pct = 30.6
yosys-top-cells-area = "dfrtp_1, ha_1, nand2_1"
synth.mux.area_fraction_pct = 6.42
yosys.stat.chipArea_um2 = 17000
synthDistinctLibCells = 105
syn_avg_cell_area_um2 = 7.18
edf_count = 0
yosys-stat-cells = 2362
ys_top_logic_family = "AND-OR/OR-AND gates"
top_cell = "nand2_1"
ys_dominant_reg_cell = "dfrtp_1"
synth.largest_area_cell = "dfrtp_1"

[hold_path]
worst_hold_path.endpoint = "regfile_inst.registers[2][31]"
min_path_type = "register to register"
worst_hold_launch = "regfile_inst.registers[2][31]"
min_delay_path_depth = 2

[critical_path]
worst_ep_required_time_ns = 41.20
worst_setup_slack_for_register_to_register_paths_ns = 43.23
arrival_ns = 8.08
worst-setup-path-type = "register to primary output"
critPathMaxFanout = 37
crit-reg2reg-capture = "pc_inst.pc_current[28]"
worst_setup_path_start_kind = "register"
endpoint_kind = "primary output"
rr_startpoint = "pc_inst.pc_current[3]"
worst-r2r-cell-count = 23

[clock_network]
cts_num_sinks = 128
cts_tree = "done"
clkTransAtPathRegs_ns = 0.06
htreeDepth = 4
cts_resized = 0
post-cts-setup-buffers = 0
clk_root_buffer_cell = "clkbuf_16"
worstSkewPairLatency_ns = 0.45
cts_buffers = 17
cts_buffer_depth = 2
ctsHoldBuffers = 0

[floorplan]
placementRows = 67
die.size.x_um = 186
coreArea_um2 = 33400
design.portCount = 98
dieArea_um2 = 34700
floorplan.initialDensity_pct = 50.7
floorplan.die.height_um = 186

[final_timing]
setup-violations-final = 0
timing.slew.headroom_pct = 30.3
final-max-slew-violation-count = 0
finalClockPeriodUsage_pct = 35.7
tightest_slew_ns = 1.05
min_period_ns = 18.38
grt_setup_unrepaired = "false"
fin_worst_skew_ns = 0.0130
hold_viol_final = 0
timing.fmax_mhz = 54.4
totalNegativeSetupSlack_ns = 0

[routing]
detailroute.via_count = 19689
met1Wirelength_um = 31400
wl_per_cell_um = 29.5
detail_route.vias_per_cell = 6.97
route.final.wire_length_um = 83300
final_antenna_violating_net_count = 0
drc_errors = 0
drtPass1Iterations = 8
met2_wirelength_um = 33000
top_signal_layer_used = "met5"
drt-initial-drc-count = 2483
dr_wl_met3_um = 12700

[cells_and_area]
layout.area.seq_um2 = 3200
flow.area_growth_from_synthesis_pct = 10.4
finish.instance_area_um2 = 18700
final.fill_count = 3038
layout-drive-gt1-share_pct = 8.05
final_util_pct = 56.0
logic_area_um2 = 12700

[grt]
grt_overflow_total = 0
grt_start_max_net_pins = 79
wire_length_of_the_first_global_routing_pass_um = 120000
globalRouteTotalUtil_pct = 49.0
grt_pass1_vias = 18010
grt_antenna_before_repair = 9

[placement]
dpl-instance-area_um2 = 18100
number_of_i_o_port_buffers = 79
globalplace.congestion = 1.15
dp_hpwl_um = 62300

[power_and_ir_drop]
pwr_density_nw_per_um2 = 12.1
leakagePower_uw = 0.00850
total_power_uw = 227
vdd.ir_drop.worst_mv = 0.0374

[run]
warnings = 95
timing.max_cap.violations = 0
[critical path, cell delays in order (launching register included)]
cell and delay (ns):
dfrtp_1 0.66, ha_1 0.36, inv_1 0.07, ha_1 0.24
nor2_1 0.24, o211ai_1 0.13, buf_4 0.22, a211o_1 0.56
o21ai_4 0.14, buf_4 0.45, ha_1 0.28, inv_1 0.07
fa_1 0.44, nor2b_1 0.16, o311ai_1 0.37, a21oi_1 0.26
a2111oi_2 0.59, o41ai_1 0.13, buf_4 0.17, and3_1 0.17
a221oi_1 0.56, nor3_1 0.09, a211oi_1 0.24, nor3_1 0.15
o41ai_1 0.34, clkdlybuf4s50_1 0.53
[state kept, by name, summed over array words and instances (netlist names)]
signal	count
regfile_inst.registers	96
pc_inst.pc_current	32
[metrics by stage]
step                worst slack (ns)  cells  hold WS (ns)
floorplan                      35.43   2378         0.420
global placement               33.92   2789         0.456
finish                         33.12   2825         0.476
global route                   32.66   2820         0.506
CTS                            33.33   2820         0.478
detailed placement             33.84   2789         0.464
[cell type report]
cell class | instances | share of cell area [%]
repair buffers | 142 | 6.75
clock inverters | 11 | 0.682
multi-input cells | 1956 | 67.6
flip-flops and latches | 128 | 17.1
inverters | 115 | 2.35
well taps | 448 | 2.99
diodes | 5 | 0.0668
clock buffers | 20 | 2.44
[per-layer routing]
metal | vias up | global-route usage (%)
met4 | 12 | 29.2
met1 | 9244 | 63.2
met2 | 1464 | 66.3
li1 | 8598 | -
met3 | 371 | 23.3
met5 | - | 1.57
[how the worst max path moves through the flow]
| stage | startpoint | to | slack [ns] | cells after the start |
|---|---|---|---|---|
| 6_report | pc_inst.pc_current[3] | alu_result_debug[0] | 33.12 | 25 |
| 4_1_cts | pc_inst.pc_current[3] | alu_result_debug[0] | 33.33 | 25 |
| 5_1_grt | pc_inst.pc_current[3] | alu_result_debug[0] | 32.66 | 25 |
[power breakdown]
part / total (uW) / switching (uW) / leakage [uW] / internal, uW
clock network: 124 / 50.6 / 0.000280 / 73.9
registers: 101 / 0 / 0.00175 / 101
logic: 2.22 / 2.07 / 0.00646 / 0.137
[logic make-up (layout without fill, tap and decap cells)]
| group | after synthesis | after routing |
|---|---|---|
| and+or+nand+nor | 856 | 856 |
| AOI/OAI and AO/OA | 776 | 776 |
| adders and majority gates | 145 | 145 |
| other | 2 | 23 |
| xor gates and xnor gates | 57 | 57 |
| muxes | 104 | 104 |
| DFF | 128 | 128 |
| buffers and inverters | 294 | 288 |
[layout by cell type (no fill, tap or decap), types with 10 or more instances in the layout]
cell type / instances
and3_1: 19
buf_4: 63
o21a_1: 21
xor2_1: 25
mux2_2: 37
nor2_1: 230
a221oi_1: 16
a21o_1: 25
nand4_1: 16
nand2_1: 311
dfrtp_1: 128
a21oi_1: 204
ha_1: 142
a211o_1: 13
or2_2: 10
a211oi_1: 34
nor3_1: 66
o221ai_1: 21
o211ai_1: 65
mux2i_1: 66
nand2b_1: 19
xnor2_1: 32
nor2b_1: 17
o21bai_1: 11
conb_1: 18
a31oi_1: 30
o21ai_0: 148
o21ai_1: 14
a22oi_1: 21
clkdlybuf4s50_1: 79
or3_1: 16
nor4_1: 15
o31ai_1: 10
nand3_1: 82
o22ai_1: 14
inv_1: 111
a22o_1: 10
clkbuf_16: 17
Power figures rest on the tool's default switching activity, not on a simulated workload.
